--- flow/run.sh ---
#!/bin/bash
# OpenROAD 26Q1-2900-gdf79404cd8, Yosys 0.63+post, stock flow scripts
make -C /OpenROAD-flow-scripts/flow DESIGN_CONFIG=/design/flow/config.mk WORK_HOME=/design/flow/orfs finish
--- flow/config.mk ---
export PLATFORM = sky130hd
export DESIGN_NAME = Shift16
export DESIGN_NICKNAME = Shift16
export VERILOG_FILES = /design/flow/design.v
export SDC_FILE = /design/flow/constraint.sdc
export NUM_CORES = 4
export LEC_CHECK = 1
export CORE_AREA = 10 10 113 113
export DIE_AREA = 0 0 123 123
--- flow/constraint.sdc ---
current_design Shift16

set clk_period 7.9
set clk_io_pct 0.2

create_clock -name clk0 -period $clk_period

set non_clock_inputs [all_inputs -no_clocks]
set_input_delay [expr $clk_period * $clk_io_pct] -clock clk0 $non_clock_inputs
set_output_delay [expr $clk_period * $clk_io_pct] -clock clk0 [all_outputs]
--- flow/design.v ---
`timescale 1ns / 1ps
module Shift16(
    input [15:0] num,
    input [5:0] count,
    input op_type,  
    output reg[15:0] o
    );
	 reg[15:0] out = 16'h0000;	
	 reg[5:0] lim = 6'b0 ;
	 integer k;
	 always @ (*)
	 begin : a	 
		integer i;
		if(count[5])  
			begin
			lim = ~count+ 6'b1 ;	
				if(op_type)   
						out = num>>lim ;						
				else    
						out = $signed(num)>>>lim;
			end							
		else    
			begin			
				if(op_type)  
						out = num<< count;			
				else    
						out = $signed(num) <<< count;				
			end				
		o = out ;
	end	
endmodule
==> results.ini <==
[status]
status = finished clean

[floorplanning]
pin_count = 39
floorplan.die.width_um = 123
floorplan.die.height_um = 123
floorplan.rows = 37
initial_utilization_pct = 21.5
core_area_um2 = 10300
chip_area_um2 = 15100

[finish]
clock_buffers = 0
ff_latch_area_um2 = 0
nFlopsAndLatches = 0
nFillCells = 1130
layout.cell_area.non_filler_um2 = 2700
ratio_of_cells_with_drive_above_1_in_the_final_layout_pct = 13.9
combGateArea_um2 = 2060
syn2layout_area_growth_pct = 21.8

[sta]
setup_violations = 0
slew_headroom_pct = 45.6
pin_slew_with_the_least_headroom_to_its_limit_ns = 0.809
rsz0062_at_grt = false
setup_total_negative_slack_ns = 0
count_of_final_max_slew_check_failures = 0
achievable-frequency_mhz = 154
finalHoldViolations = 0
final_min_period_over_clock_period_pct = 82.0
hold-worst-slack_ns = 4.21
timing.final.crit_period_ns = 6.47
setup_slack_ns = 1.43

[flow_run]
drv_cap = 0
warnings = 32

[global_route]
grt_overflow_total = 0
global_route.usage.total_pct = 11.2
maximum_number_of_pins_on_one_net_before_global_route_repair = 41
grt_pass1_wl_mm = 13.7
number_of_antenna_violations_at_the_first_check_in_global_routing = 0
grt_pass1_vias = 2471

[power]
finalPower_uw = 186
power_switching_uw = 102
power_density_nw_per_um2 = 68.8
power_frac_comb_pct = 100.0
vdd_ir_drop_max_mv = 0.0193
power.leakage_nw = 0.902
power.switching_fraction_pct = 54.8
internal_dissipation_uw = 84.0
share_of_power_burned_in_registers_pct = 0
power.clock.fraction_pct = 0

[detailed_routing]
dr.first_iter.drc_count = 271
route.detailed.wl_per_inst_um = 19.1
drt_wl_total_mm = 8.65
insertedDiodeCount = 0
drcViolationCount = 0
drt_pass1_iterations = 5
vias_per_cell = 5.87
ant_nets = 0
vias = 2655

[clocking]
cts_hold_repair.buffers = 0
post_cts_resize_count = 0
post_cts_setup_buffer_count = 0

[place]
io_buffer_count = 39
dp_slack_ns = 1.45
gp_congestion = 1.03
placed_cell_area_um2 = 2700
dpl.hpwl_mm = 6.80

[critical_path]
cp.required_ns = 6.32
path_class = in -> out
path_max_fanout = 29
critPathCaptureType = output port
cpPeakStageDelay_ns = 0.51
crit_path_cell_trace = clkdlybuf4s50_1 > buf_4 > inv_1 > ha_1 > buf_4 > nor3_1 > mux2i_1 > a2111oi_0 > or4_1 > clkdlybuf4s50_1
nature_of_the_critical_path_startpoint = input pin
critical_path.slowest_cell = sky130_fd_sc_hd__or4_1
critical_path_arrival_ns = 4.89

[synth]
post-synth-top-area-cell = sky130_fd_sc_hd__mux4_2
ys_warn_count = 1
synth-cells-yosys = 295
yosys.area.top_type_share_pct = 22.4
post_synth.cell_area_avg_um2 = 7.51
yosysSeqAreaShare_pct = 0
topCellsByArea = sky130_fd_sc_hd__mux4_2, sky130_fd_sc_hd__nand2_1, sky130_fd_sc_hd__mux2i_1, sky130_fd_sc_hd__o21ai_0, sky130_fd_sc_hd__a21oi_1
yosysChipArea_um2 = 2220
synth.distinct_cells = 65
synth.cell_area_um2 = 2220
synthesis.instances = 295

[hold_path]
path_class_of_the_lowest_slack_min_delay_path = in -> out

-- power groups by stage --
| stage | Sequential [mW] | Combinational, mW | Clock (mW) |
|---|---|---|---|
| global route | 0 | 0.201 | 0 |
| CTS | 0 | 0.183 | 0 |
| finish | 0 | 0.186 | 0 |
-- per-layer routing --
metal	track usage, %	routed length, µm	part of all wire (%)	vias to the layer above
li1	-	-	-	1224
met1	15.4	3600	42	1261
met2	17.5	4010	46	154
met3	2.91	858	9.9	16
met4	2.33	190	2.2	0
met5	0	0	0	-
-- synth_stat cells, types with 3 or more instances --
| master | instances |
|---|---|
| sky130_fd_sc_hd__and2_1 | 4 |
| sky130_fd_sc_hd__o31ai_1 | 4 |
| sky130_fd_sc_hd__nor3_1 | 9 |
| sky130_fd_sc_hd__a21oi_1 | 17 |
| sky130_fd_sc_hd__a22oi_1 | 3 |
| sky130_fd_sc_hd__mux2_2 | 6 |
| sky130_fd_sc_hd__o22ai_1 | 5 |
| sky130_fd_sc_hd__a21o_1 | 5 |
| sky130_fd_sc_hd__o21ai_0 | 19 |
| sky130_fd_sc_hd__clkbuf_1 | 11 |
| sky130_fd_sc_hd__a2111oi_0 | 3 |
| sky130_fd_sc_hd__a221oi_1 | 4 |
| sky130_fd_sc_hd__buf_4 | 3 |
| sky130_fd_sc_hd__o211ai_1 | 3 |
| sky130_fd_sc_hd__buf_1 | 3 |
| sky130_fd_sc_hd__buf_2 | 7 |
| sky130_fd_sc_hd__mux2i_1 | 16 |
| sky130_fd_sc_hd__xnor2_1 | 3 |
| sky130_fd_sc_hd__mux4_2 | 22 |
| sky130_fd_sc_hd__a211oi_1 | 5 |
| sky130_fd_sc_hd__nor2_1 | 22 |
| sky130_fd_sc_hd__nand2b_1 | 7 |
| sky130_fd_sc_hd__nand3_1 | 5 |
| sky130_fd_sc_hd__nor3b_1 | 5 |
| sky130_fd_sc_hd__nor2b_1 | 4 |
| sky130_fd_sc_hd__nand2_1 | 43 |
| sky130_fd_sc_hd__inv_1 | 4 |
| sky130_fd_sc_hd__o221ai_1 | 4 |
| sky130_fd_sc_hd__a31oi_1 | 4 |
-- metrics by stage --
step | util [%] | cells
6_report | 26.1 | 452
5_1_grt | 26.1 | 452
4_1_cts | 26.1 | 452
3_5_place_dp | 26.1 | 452
3_3_place_gp | 26.1 | 452
2_1_floorplan | - | 295
-- layout by cell type (no fill, tap or decap), types with 3 or more instances in the layout --
master,instances
sky130_fd_sc_hd__nand2_1,43
sky130_fd_sc_hd__clkdlybuf4s50_1,38
sky130_fd_sc_hd__nor2_1,22
sky130_fd_sc_hd__mux4_2,22
sky130_fd_sc_hd__o21ai_0,19
sky130_fd_sc_hd__a21oi_1,17
sky130_fd_sc_hd__mux2i_1,16
sky130_fd_sc_hd__nor3_1,9
sky130_fd_sc_hd__buf_4,8
sky130_fd_sc_hd__nand2b_1,7
sky130_fd_sc_hd__mux2_2,6
sky130_fd_sc_hd__nor3b_1,5
sky130_fd_sc_hd__nand3_1,5
sky130_fd_sc_hd__a21o_1,5
sky130_fd_sc_hd__a211oi_1,5
sky130_fd_sc_hd__o22ai_1,5
sky130_fd_sc_hd__inv_1,4
sky130_fd_sc_hd__o31ai_1,4
sky130_fd_sc_hd__and2_1,4
sky130_fd_sc_hd__nor2b_1,4
sky130_fd_sc_hd__a31oi_1,4
sky130_fd_sc_hd__o221ai_1,4
sky130_fd_sc_hd__a221oi_1,4
sky130_fd_sc_hd__xnor2_1,3
sky130_fd_sc_hd__o211ai_1,3
sky130_fd_sc_hd__a2111oi_0,3
sky130_fd_sc_hd__a22oi_1,3
-- worst max-delay path: cells and delay by family --
| family | cells | cell delay [ns] |
|---|---|---|
| buffers and inverters | 5 | 1.55 |
| AND/OR/NAND/NOR | 2 | 0.75 |
| multiplexers | 1 | 0.50 |
| adder cells (fa/ha/maj) | 1 | 0.30 |
| AND-OR/OR-AND | 1 | 0.19 |
-- worst paths after layout --
kind | startpoint | endpoint | cells after the start
worst max-delay path | count[1] | o[14] | 10
worst min-delay path | count[0] | o[0] | 5
-- cell type report --
cell class                 instances  area share (%)
timing repair buffer              47            16.5
multi-input combinational        264            76.5
inverter                           5           0.695
tap                              136            6.31
-- kinds of logic after synthesis --
kind of cell | after synthesis | share of synthesized area (%)
xor+xnor | 5 | 2.65
fa+ha+maj | 1 | 0.565
buf+inv | 31 | 6.83
compound gates | 99 | 31.6
mux | 44 | 32.6
simple gates | 115 | 25.7
Power figures rest on the tool's default switching activity, not on a simulated workload.
